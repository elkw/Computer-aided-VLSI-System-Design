==> /design/flow/design.v <==
module alu #(
    parameter INT_W  = 4,
    parameter FRAC_W = 6,
    parameter INST_W = 4,
    parameter DATA_W = INT_W + FRAC_W
)(
    input                     i_clk,
    input                     i_rst_n,
    input                     i_valid,
    input signed [DATA_W-1:0] i_data_a,
    input signed [DATA_W-1:0] i_data_b,
    input        [INST_W-1:0] i_inst,
    output                    o_valid,
    output       [DATA_W-1:0] o_data
);  
reg [DATA_W-1:0] o_data_w, o_data_r;
reg              o_valid_w, o_valid_r;
reg [3:0]        state_w, state_r;
reg [DATA_W:0]   sum_temp;
reg [2*DATA_W-1:0]mul_temp;
reg [2*DATA_W-1:0]mac_temp;
reg [DATA_W-1:0]        inv_a;
reg [DATA_W-1:0]        inv_out;
reg [DATA_W-1:0]        shift_temp;
parameter IDLE  = 4'd0;
parameter S_Add = 4'd1;
parameter S_Sub = 4'd2;
parameter S_Mul = 4'd3;
parameter MAC   = 4'd4;
parameter Tanh  = 4'd5;
parameter ORN   = 4'd6;
parameter CLZ   = 4'd7;
parameter CTZ   = 4'd8;
parameter CPOP  = 4'd9;
parameter ROL   = 4'd10;
parameter OUT   = 4'd11;
assign o_valid = o_valid_r;
assign o_data = o_data_r;
always @(*)
begin
    o_valid_w = (state_r == 11) ? 1 : 0;
    case(state_r)
        IDLE:
        begin
            if(i_valid == 1)
            begin
                case(i_inst)
                    4'b0000: state_w = S_Add;
                    4'b0001: state_w = S_Sub;
                    4'b0010: state_w = S_Mul;
                    4'b0011: state_w = MAC;
                    4'b0100: state_w = Tanh;
                    4'b0101: state_w = ORN;
                    4'b0110: state_w = CLZ;
                    4'b0111: state_w = CTZ;
                    4'b1000: state_w = CPOP;
                    4'b1001: state_w = ROL;
                endcase
            end
            else
                state_w = state_r;
        end
        S_Add :
            state_w = OUT;
        S_Sub :
            state_w = OUT;
        S_Mul :
            state_w = OUT;
        MAC :
            state_w = OUT;
        Tanh :
            state_w = OUT;
        ORN :
            state_w = OUT;
        CLZ :
            state_w = OUT;
        CTZ :
            state_w = OUT;
        CPOP :
            state_w = OUT;
        ROL :
            state_w = OUT;
        OUT :
            state_w = IDLE;
        default :
            state_w = state_r;
    endcase
end
always @(*)
begin
    case(state_r)
        IDLE:
            o_data_w = o_data_r;
        S_Add :
        begin
            sum_temp = {i_data_a[DATA_W-1], i_data_a} + {i_data_b[DATA_W-1], i_data_b};
            o_data_w = (~sum_temp[DATA_W] & sum_temp[DATA_W-1]) ? 10'b0111111111:
                       (sum_temp[DATA_W] & ~sum_temp[DATA_W-1]) ? 10'b1000000000:
                       i_data_a + i_data_b;
        end
        S_Sub :
        begin
            sum_temp = {i_data_a[DATA_W-1], i_data_a} + (~{i_data_b[DATA_W-1], i_data_b} +1 );
            o_data_w = (~sum_temp[DATA_W] & sum_temp[DATA_W-1]) ? 10'b0111111111:
                       (sum_temp[DATA_W] & ~sum_temp[DATA_W-1]) ? 10'b1000000000:
                       i_data_a - i_data_b;
        end
        S_Mul :
        begin
            mul_temp = {{10{i_data_a[DATA_W-1]}}, i_data_a} * {{10{i_data_b[DATA_W-1]}}, i_data_b};
            if(&mul_temp[(2*DATA_W-1):(2*DATA_W-1-INT_W)] == 1)
                if(mul_temp[FRAC_W-1] == 1)
                    o_data_w = mul_temp[(2*DATA_W-1-INT_W):FRAC_W] + 1;
                else
                    o_data_w = mul_temp[(2*DATA_W-1-INT_W):FRAC_W];
            else if((|mul_temp[(2*DATA_W-1):(2*DATA_W-1-INT_W)] == 1) && (i_data_a[DATA_W-1]^i_data_b[DATA_W-1] == 0))
                o_data_w = 10'b0111111111;
            else if((|mul_temp[(2*DATA_W-1):(2*DATA_W-1-INT_W)] == 1) && (i_data_a[DATA_W-1]^i_data_b[DATA_W-1] == 1))
                o_data_w = 10'b1000000000;
            else
                if(mul_temp[FRAC_W-1] == 1)
                    o_data_w = mul_temp[(2*DATA_W-1-INT_W):FRAC_W] + 1;
                else
                    o_data_w = mul_temp[(2*DATA_W-1-INT_W):FRAC_W];
        end
        MAC :
        begin
            mac_temp = {{10{i_data_a[DATA_W-1]}}, i_data_a} * {{10{i_data_b[DATA_W-1]}}, i_data_b};
            mul_temp = {{INT_W{o_data_r[DATA_W-1]}}, o_data_r, {FRAC_W{1'b0}}} + mac_temp;
            if(&mul_temp[(2*DATA_W-1):(2*DATA_W-1-INT_W)] == 1)
                if(mul_temp[FRAC_W-1] == 1)
                    o_data_w = mul_temp[(2*DATA_W-1-INT_W):FRAC_W] + 1;
                else
                    o_data_w = mul_temp[(2*DATA_W-1-INT_W):FRAC_W];
            else if((|mul_temp[(2*DATA_W-1):(2*DATA_W-1-INT_W)] == 1) && (i_data_a[DATA_W-1]^i_data_b[DATA_W-1] == 0))
                o_data_w = 10'b0111111111;
            else if((|mul_temp[(2*DATA_W-1):(2*DATA_W-1-INT_W)] == 1) && (i_data_a[DATA_W-1]^i_data_b[DATA_W-1] == 1))
                o_data_w = 10'b1000000000;
            else
                if(mul_temp[FRAC_W-1] == 1)
                    o_data_w = mul_temp[(2*DATA_W-1-INT_W):FRAC_W] + 1;
                else
                    o_data_w = mul_temp[(2*DATA_W-1-INT_W):FRAC_W];
        end
        Tanh :
        begin
            if(i_data_a[DATA_W-1] == 0)
            begin
                if(i_data_a >= 10'b0001100000)
                    o_data_w = 10'b0001000000;
                else if(i_data_a >= 10'b0000100000)
                    o_data_w = (((i_data_a - 10'b0000100000)+i_data_a[0]) >> 1) + 10'b0000100000;
                else
                    o_data_w = i_data_a;
            end
            else
            begin
                inv_a = ~i_data_a +1;
                if(inv_a >= 10'b0001100000)
                    o_data_w = 10'b1111000000;
                else if(inv_a >= 10'b0000100000)
                begin
                    inv_out = (((inv_a - 10'b0000100000)-inv_a[0]) >> 1) + 10'b0000100000;
                    o_data_w = ~inv_out +1;
                end
                else
                    o_data_w = i_data_a;
            end
        end
        ORN :
            o_data_w = i_data_a | ~i_data_b;
        CLZ :
        begin
            if (i_data_a == 10'd0)
                o_data_w = 10'd10;
            else if (i_data_a == 10'b0000000001)
                o_data_w = 10'd9;
            else if (i_data_a  < 10'b0000000100)
                o_data_w = 10'd8;
            else if (i_data_a  < 10'b0000001000)
                o_data_w = 10'd7;
            else if (i_data_a  < 10'b0000010000)
                o_data_w = 10'd6;
            else if (i_data_a  < 10'b0000100000)
                o_data_w = 10'd5;
            else if (i_data_a  < 10'b0001000000)
                o_data_w = 10'd4;
            else if (i_data_a  < 10'b0010000000)
                o_data_w = 10'd3;
            else if (i_data_a  < 10'b0100000000)
                o_data_w = 10'd2;
            else if (i_data_a  < 10'b1000000000)
                o_data_w = 10'd1;
            else
                o_data_w = 10'd0;
        end
        CTZ :
        begin
            if (i_data_a == 10'd0)
                o_data_w = 10'd10;
            else if (i_data_a[0] == 1'b1)
                o_data_w = 10'd0;
            else if (i_data_a[1] == 1'b1)
                o_data_w = 10'd1;
            else if (i_data_a[2] == 1'b1)
                o_data_w = 10'd2;
            else if (i_data_a[3] == 1'b1)
                o_data_w = 10'd3;
            else if (i_data_a[4] == 1'b1)
                o_data_w = 10'd4;
            else if (i_data_a[5] == 1'b1)
                o_data_w = 10'd5;
            else if (i_data_a[6] == 1'b1)
                o_data_w = 10'd6;
            else if (i_data_a[7] == 1'b1)
                o_data_w = 10'd7;
            else if (i_data_a[8] == 1'b1)
                o_data_w = 10'd8;
            else
                o_data_w = 10'd9;
        end
        CPOP :
            o_data_w = i_data_a[0] + i_data_a[1] + i_data_a[2] + i_data_a[3] + i_data_a[4]
                 + i_data_a[5] + i_data_a[6] + i_data_a[7] + i_data_a[8] + i_data_a[9];
        ROL :
        begin
            shift_temp = i_data_a << i_data_b;
            if(i_data_b == 9)
                o_data_w = {shift_temp[9],i_data_a[9:1]};
            else if(i_data_b == 1)
                o_data_w = {shift_temp[9:1],i_data_a[9]};
            else if(i_data_b == 2)
                o_data_w = {shift_temp[9:2],i_data_a[9:8]};
            else if(i_data_b == 3)
                o_data_w = {shift_temp[9:3],i_data_a[9:7]};
            else if(i_data_b == 4)
                o_data_w = {shift_temp[9:4],i_data_a[9:6]};
            else if(i_data_b == 5)
                o_data_w = {shift_temp[9:5],i_data_a[9:5]};
            else if(i_data_b == 6)
                o_data_w = {shift_temp[9:6],i_data_a[9:4]};
            else if(i_data_b == 7)
                o_data_w = {shift_temp[9:7],i_data_a[9:3]};
            else if(i_data_b == 8)
                o_data_w = {shift_temp[9:8],i_data_a[9:2]};
            else
                o_data_w = i_data_a;
        end
        default:
            o_data_w = o_data_r;
    endcase
end
always@(posedge i_clk or negedge i_rst_n) begin
    if (!i_rst_n) begin
        o_data_r <= 0;
        o_valid_r <= 0;
        state_r <= 0;
    end else begin
        o_data_r <= o_data_w;
        o_valid_r <= o_valid_w;
        state_r <= state_w;
    end
end
endmodule
==> /design/flow/run.sh <==
#!/bin/bash
# OpenROAD 26Q1-2900-gdf79404cd8, Yosys 0.63+post, stock flow scripts
make -C /OpenROAD-flow-scripts/flow DESIGN_CONFIG=/design/flow/config.mk WORK_HOME=/design/flow/orfs finish
==> /design/flow/config.mk <==
export PLATFORM = sky130hd
export DESIGN_NAME = alu
export DESIGN_NICKNAME = alu
export VERILOG_FILES = /design/flow/design.v
export SDC_FILE = /design/flow/constraint.sdc
export NUM_CORES = 4
export LEC_CHECK = 1
export CORE_UTILIZATION = 30
==> /design/flow/constraint.sdc <==
current_design alu

set clk_period 8.6
set clk_io_pct 0.2

create_clock -name clk0 -period $clk_period [get_ports {i_clk}]

set non_clock_inputs [all_inputs -no_clocks]
set_input_delay [expr $clk_period * $clk_io_pct] -clock clk0 $non_clock_inputs
set_output_delay [expr $clk_period * $clk_io_pct] -clock clk0 [all_outputs]
==> job_summary.md <==
## Implementation flow summary

| Metric | Value |
|---|---|
| Max-Cap Viols | 0 |
| Cells after Synth | 1342 |
| Max incr delay on CP | 570 ps |
| Register pins left without a clock | 4 |
| Placed insts | 1952 |
| Cell area leaders | fa_1 20%, ha_1 13%, inv_1 6.2% |
| Root Buffer | clkbuf_16 |
| Fmax | 119 MHz |
| Share of post-route cells with drive strength above 1 | 0.261 |
| First drt pass iteration count | 6 |
| HP Class | reg2reg |
| GRT Overall Usage | 0.222 |
| Initial DRC Count | 862 |
| GRT Residual Overflow | 0 |
| Area Overhead vs Synth | 33.8% |
| Post-Syn Area | 9950 um2 |
| Cell taking the most area after synthesis | fa_1 |
| Yosys stat chip area | around 10000 um2 |
| Fin. max-slew vios | 0 |
| Vias in the first global route | 10156 |
| Largest net degree at the start of global routing | 30 |
| Final hold viol count | 0 |
| Avg Cell Area, Syn | ~7.4 um2 |
| WP data required | a little under 9000 ps |
| Core Util at FP | 0.305 |
| Status | finished clean |
| Data arrival time of the worst path | 8480 ps |
| Area share, top type | 0.199 |
| Tightest Pin Transition | 817 ps |
| Drc violations | 0 |
| Final Setup Violations | 0 |
| Die Width | 184 um |
| I/O Pins | 38 |
| Setup_tns | 0 ps |
| Antenna Cells | 0 |
| Commonest flop | dfrtp_1 |
| Clock Tree Buf Depth | 2 |
| Clock slew at reported path FFs | about 50 ps |
| Final hold slack | 595 ps |
| Vias | 10604 |
| Fraction of registers with async set/reset | 0.789 |
| GP Congestion | around 1 |
| Most frequent cells after synthesis | 165 x inv_1, 147 x nor2_1, 134 x nand2_1 |
| Slowest-stage cell, CP | fa_1 |
| Final period util | 0.974 |
| Hpwl dp | 29900 um |
| Unique cell types | about 82 |
| Crit path top cell by count | fa_1 |
| ANT nets after route | 0 |
| Via density | 5.33 |
| Final wirelength | approximately 36000 um |
| Synth Register Bits | 19 |
| PortBufs | 37 |
| Endpoints left unconstrained | 8 |
| Num CTS Buffers | 3 |
| Fin crit period | 8380 ps |
| Slew margin rel. | 0.450 |
| Non-Filler Instances | 1991 |
| Synth top cell by count | inv_1 |
| WL per Instance | approximately 18 um |
| Die Span Y | between 150 and 200 um |
| CP max FO | 6 |
| Die area | 33900 um2 |
| OpenROAD warnings | 50 |
| EDFF count, synth | 0 |
| Skew final | 2.29 ps |
| Core area | approximately 33000 um2 |
| First-pass GRT wire length | 56500 um |
| Row count | 66 |
| Synthesis Warnings | 1 |
| Utilization after layout | 0.408 |
| Crit path capture type | register |
| TritonCTS clock tree | yes |
| # Cells Yosys | about 1300 |
| H-tree levels | 1 |
| Initial antenna violation count | 1 |
| Worst-skew pair later-pin latency | 240 ps |
| Critical Path Start Type | input port |
| Worst Path Class, Setup | in2reg |
## metrics by stage
stage / worst slack (ps) / area (um2)
2_1_floorplan: 1.13 / 10200
4_1_cts: 4.35 / 12700
3_3_place_gp: -786 / 12200
6_report: 220 / 13300
3_5_place_dp: -797 / 12200
5_1_grt: -125 / 13300
## cell type report
class | count | area [um2]
fillers | 3242 | 19300
multi-input cells | 1088 | 9400
repair buffers | 267 | 2180
inverters | 171 | 669
well taps | 442 | 553
flip-flops and latches | 19 | 435
clock buffers | 4 | 78.8
## routing by layer
metal  vias up  GRT usage  part of all wire
met1      5048      0.334              0.46
met4         2     0.0357             0.020
li1       5061          -                 -
met3        49     0.0559             0.090
met2       444      0.330              0.43
met5         -          0           0.00033
## registers in the layout, indices dropped and copies added, names as in the netlist
register and count:
o_data_r 10, state_r 4, state_w 4, o_valid_r 1
## final timing paths
check                                         from                 endpoint  slack [ps]  cells after the start
max                                    i_data_a[7]  o_data_r[4]$_DFFE_PN0P_         220                     31
max reg2reg                o_data_r[0]$_DFFE_PN0P_  o_data_r[4]$_DFFE_PN0P_        5080                     13
min in group asynchronous                  i_rst_n  o_data_r[9]$_DFFE_PN0P_        1890                      1
min reg2reg                o_data_r[5]$_DFFE_PN0P_  o_data_r[5]$_DFFE_PN0P_         600                      2
max in group asynchronous                  i_rst_n     state_r[2]$_DFF_PN0_        6280                      1
min                        o_data_r[5]$_DFFE_PN0P_  o_data_r[5]$_DFFE_PN0P_         600                      2
## cells in the final DEF, fill, tap and decap left out, types with 10 or more instances in the layout
cell type / netlist / final
a211oi_1: 21 / 19
a21o_1: 12 / 12
a21oi_1: 72 / 64
a221oi_1: 10 / 10
and3_1: 12 / 11
buf_4: 1 / 205
buf_6: 0 / 31
clkdlybuf4s50_1: 0 / 18
dfrtp_1: 15 / 15
fa_1: 99 / 90
ha_1: 106 / 83
ha_4: 0 / 23
inv_1: 165 / 144
inv_2: 0 / 16
mux2i_1: 13 / 12
nand2_1: 134 / 123
nand2b_1: 17 / 17
nand3_1: 22 / 21
nand4_1: 16 / 16
nor2_1: 147 / 132
nor2_2: 0 / 10
nor2b_1: 11 / 11
nor3_1: 45 / 40
nor4_1: 14 / 12
o211ai_1: 31 / 31
o21ai_0: 68 / 65
xnor2_1: 65 / 60
xor2_1: 17 / 16
## kinds of logic (layout without fill, tap and decap cells)
family,Yosys count,count (layout),synth area share
AOI/OAI and AO/OA,325,325,0.221
xor gates and xnor gates,85,85,0.0777
adders and majority gates,205,205,0.332
buffers and inverters,235,442,0.0895
DFF,15,15,0.0377
latches,4,4,0.00603
muxes,21,21,0.0255
and+or+nand+nor,452,452,0.210
## critical path: cells and delay by family
family	cells	cell delay [ps]
AOI/OAI and AO/OA	10	1790
xor gates and xnor gates	1	220
adders and majority gates	7	2970
buffers and inverters	9	850
muxes	1	260
and+or+nand+nor	3	660
## repair_timing
| action | in CTS | in global routing |
|---|---|---|
| setup buffers | 17 | 19 |
| gates resized | 130 | 139 |
| setup endpoints to repair | 10 | 10 |
| pin swaps | 45 | 71 |
| hold buffers | 0 | 0 |
