**./run.sh**
```bash
#!/bin/bash
# OpenROAD 26Q1-2900-gdf79404cd8, Yosys 0.63+post, stock flow scripts
make -C /OpenROAD-flow-scripts/flow DESIGN_CONFIG=/design/flow/config.mk WORK_HOME=/design/flow/orfs finish
```
**./config.mk**
```make
export PLATFORM = sky130hd
export DESIGN_NAME = IOTDF
export DESIGN_NICKNAME = IOTDF
export VERILOG_FILES = /design/flow/design.v
export SDC_FILE = /design/flow/constraint.sdc
export NUM_CORES = 4
export LEC_CHECK = 1
export CORE_UTILIZATION = 30
```
**./constraint.sdc**
```tcl
current_design IOTDF

set clk_period 47.8
set clk_io_pct 0.2

create_clock -name clk0 -period $clk_period [get_ports {clk}]

set non_clock_inputs [all_inputs -no_clocks]
set_input_delay [expr $clk_period * $clk_io_pct] -clock clk0 $non_clock_inputs
set_output_delay [expr $clk_period * $clk_io_pct] -clock clk0 [all_outputs]
```
**./design.v**
```verilog
`timescale 1ns/10ps
module IOTDF( clk, rst, in_en, iot_in, fn_sel, busy, valid, iot_out);
input          clk;
input          rst;
input          in_en;
input  [7:0]   iot_in;
input  [3:0]   fn_sel;
output         busy;
output         valid;
output [127:0] iot_out;
parameter   IDLE    		= 4'd0;
parameter   IN_READ     	= 4'd1;
parameter   MAX    		    = 4'd1;
parameter   MIN    	        = 4'd2;
parameter   TOP2MAX       	= 4'd3;
parameter   LAST2MIN    	= 4'd4;
parameter   AVG   	        = 4'd5;
parameter   EXTRACT      	= 4'd6;
parameter   EXCLUDE         = 4'd7;
parameter   PEAKMAX    		= 4'd8;
parameter   PEAKMIN        	= 4'd9;
reg  [  7:0] iot_in_data [15:0];
reg  [  6:0] in_cycle_cnt_r, in_cycle_cnt_w;  
reg          state, state_nxt;
reg          peak_flag;
always @(*)
begin
    state_nxt = state;
    in_cycle_cnt_w = in_cycle_cnt_r;
	case(state)
		IDLE:
		begin
            state_nxt = IN_READ;
        end
		IN_READ:
		begin
            if(in_en)
            begin
                in_cycle_cnt_w = in_cycle_cnt_r + 1;
            end
        end
	endcase
end
always @(posedge clk or posedge rst) begin
	if (rst) 
	begin		
		state 		 	  <= IDLE;
        in_cycle_cnt_r    <=    0;
	end
	else 
	begin	
		state 			  <= state_nxt;
        in_cycle_cnt_r    <= in_cycle_cnt_w;
	end
end
always @(posedge clk or posedge rst) begin
	if (rst) 
	begin		
		peak_flag 	<= 0;
	end
	else if(in_cycle_cnt_r == 127)
	begin	
        peak_flag   <= 1;
	end
end
integer i;
always@(posedge clk or posedge rst) begin
	if(rst) begin
		for(i=0; i<16; i=i+1) iot_in_data[i] <= 0;
	end
    else if (in_en) begin
        iot_in_data[in_cycle_cnt_r[3:0]] <= iot_in;
    end
end
wire [127:0] temp_out_data;
reg  [127:0] iot_out_data_x;
reg  [130:0] iot_out_data_y;
wire         valid_a, valid_ext, valid_exc, valid_pmx, valid_pmn, valid_tl2;
wire [127:0] high = (fn_sel == EXTRACT)? 128'h AFFF_FFFF_FFFF_FFFF_FFFF_FFFF_FFFF_FFFF:
		   	                             128'h BFFF_FFFF_FFFF_FFFF_FFFF_FFFF_FFFF_FFFF;
wire [127:0] low = 	(fn_sel == EXTRACT)? 128'h 6FFF_FFFF_FFFF_FFFF_FFFF_FFFF_FFFF_FFFF:
		   	                             128'h 7FFF_FFFF_FFFF_FFFF_FFFF_FFFF_FFFF_FFFF;
assign temp_out_data = { iot_in_data[15], iot_in_data[14], iot_in_data[13], iot_in_data[12],
                         iot_in_data[11], iot_in_data[10], iot_in_data[ 9], iot_in_data[ 8],
                         iot_in_data[ 7], iot_in_data[ 6], iot_in_data[ 5], iot_in_data[ 4],
                         iot_in_data[ 3], iot_in_data[ 2], iot_in_data[ 1], iot_in_data[ 0]};
wire v1 = ((in_cycle_cnt_r != 0 || peak_flag) && in_cycle_cnt_r[3:0] ==  0);
wire v2 = (peak_flag && in_cycle_cnt_r == 1);
assign valid_a = (v2 && ((fn_sel == MAX)||(fn_sel == MIN)||(fn_sel == AVG)));
assign valid_ext = (v1 && fn_sel == EXTRACT &&  temp_out_data<high && temp_out_data>low);
assign valid_exc = (v1 && fn_sel == EXCLUDE && (temp_out_data>high || temp_out_data<low));
assign valid_pmx = (v2 && fn_sel == PEAKMAX && (iot_out_data_x > iot_out_data_y));
assign valid_pmn = (v2 && fn_sel == PEAKMIN && (iot_out_data_x < iot_out_data_y));
assign valid_tl2 =((v2 || (peak_flag && in_cycle_cnt_r == 2))
                    && ((fn_sel == TOP2MAX)||(fn_sel == LAST2MIN)));
always@(posedge clk or posedge rst) begin
	if(rst) 
    begin
        iot_out_data_x <= 0;
        iot_out_data_y <= 0;
	end
    else if (in_cycle_cnt_r       ==  2   && (fn_sel == MAX || fn_sel == TOP2MAX || fn_sel == AVG))
    begin
        iot_out_data_x <= 0;
        iot_out_data_y <= 0;
    end
    else if ((in_cycle_cnt_r      ==  2   && (fn_sel == MIN || fn_sel == LAST2MIN))
          || (state               == IDLE && (fn_sel == MIN || fn_sel == PEAKMIN || fn_sel == LAST2MIN)))
    begin
        iot_out_data_x <= 128'hffff_ffff_ffff_ffff_ffff_ffff_ffff_ffff;
        iot_out_data_y <= 131'h7_ffff_ffff_ffff_ffff_ffff_ffff_ffff_ffff;
    end
    else if (v1)      
    begin
		if( ((fn_sel == MAX || fn_sel == TOP2MAX || fn_sel == PEAKMAX)  && (temp_out_data > iot_out_data_x))
         || ((fn_sel == MIN || fn_sel == LAST2MIN || fn_sel == PEAKMIN) && (temp_out_data < iot_out_data_x)))
        begin
            iot_out_data_x <= temp_out_data;
        	iot_out_data_y <= {{3{1'b0}}, iot_out_data_x};
		end
		else if ((fn_sel == TOP2MAX  && (temp_out_data > iot_out_data_y))
              || (fn_sel == LAST2MIN && (temp_out_data < iot_out_data_y)))
    	begin
        	iot_out_data_y <= {{3{1'b0}}, temp_out_data};
    	end
		else if (fn_sel == AVG)
    	begin
        	iot_out_data_y <= iot_out_data_y + {{3{1'b0}}, temp_out_data};
    	end
	end
    else if( v2 && ((fn_sel == PEAKMAX && (iot_out_data_x > iot_out_data_y))
         || (fn_sel == PEAKMIN && (iot_out_data_x < iot_out_data_y))))
    begin
        iot_out_data_y <= {{3{1'b0}}, iot_out_data_x};
    end
end
assign busy 	  = 0;
assign valid 	  = (fn_sel == EXTRACT) ? valid_ext : 
                    (fn_sel == EXCLUDE) ? valid_exc :
                    (fn_sel == PEAKMAX) ? valid_pmx :
                    (fn_sel == PEAKMIN) ? valid_pmn : 
                    (fn_sel == TOP2MAX || fn_sel == LAST2MIN) ? valid_tl2 :valid_a;
assign iot_out 	  = (valid_ext || valid_exc) ? temp_out_data : 
                    (valid_tl2 && in_cycle_cnt_r == 2) ? iot_out_data_y[127:0] : 
                    (fn_sel == AVG) ? iot_out_data_y[130:3] : iot_out_data_x;
endmodule
```
==> qor.yml <==
setup_path:
  r2r_cells: 14
  critPathRequiredTime_ps: 38240
  cp_max_fo: 81
  crit_path_max_incr_delay_ps: 830
  path_cells: "clkdlybuf4s50_1, nand2b_1, or3b_2, nand2b_1, nand3_4, buf_4, buf_4, o211ai_1, o21ai_0, o21ai_0, clkdlybuf4s50_1"
  arrival_ps: 13660
  r2r_setup_slack_ps: 41040
  crit_path_end_kind: "primary output"
  rr_endpoint: "iot_out_data_x[97]"
  r2r-start: "iot_in_data[10][2]"
  startpoint_type: "input port"
  cpMaxStageDelayCell: "clkdlybuf4s50_1"
  crit_type: "in -> out"
clock_tree:
  cts-root-buf: "clkbuf_16"
  cts.clk_slew.worst_paths_ps: 60
  clk_latency_ps: 670
  cts_resized: 0
  cts_setup_buffers: 0
  holdBufCountCts: 0
  cts_max_level: 2
  clock_path_buffers: 3
  cts_inserted_buffers: 50
  cts_sinks: 396
  tritoncts: "done"
placement:
  buffer_ports.inserted: 143
  dp_worst_setup_slack_ps: 24520
  hpwl_mm: 138
  gp_congestion: 1.03
  dpl.cell_count: 6997
timing:
  rsz0062_at_grt: "no"
  slew_headroom_pct: 28.2
  fin_tns_setup_ps: 0
  worst_pin_slew_ps: 1070
  skew_ps: 54.8
  drv_slew: 0
  hold_viol: 0
  finalCriticalPeriod_ps: 23220
  min_period_over_period_pct: 48.6
  fmax_mhz: 43.1
  setup_viol: 0
  setup_ws_ps: 24580
outcome:
  status: "finished, final reports clean"
logic_synthesis:
  synth_area_um2: 40600
  area_leaders: "dfrtp_1, ha_1, nand2_1, o21ai_0, a21oi_1"
  ys_ff: 396
  syn_inst: 5333
  synth-edff-count: 0
  top_area_share_pct: 24.4
  top_area_cell: "dfrtp_1"
  synth_seq_share_pct: 24.4
  ys_async_sr_fraction_pct: 100
  avgSynthCellArea_um2: 7.62
  ys_cells: 5333
  synth-main-ff-cell: "dfrtp_1"
  yosysUniqueCellTypes: 85
  yosysWarningCount: 2
  ys_chip_area_um2: 40600
floorplan:
  io_pins: 145
  chipWidth_um: 370
  core.rowCount: 134
  die_h_um: 370
  fp_util_pct: 30.3
  core_um2: 134000
  die_area_um2: 137000
route:
  num_vias: 41700
  first_pass_iters: 5
  vias_per_cell: 5.88
  wl_mm: 183
  avgRoutedWirePerCell_um: 25.8
  drc: 0
  ant_nets: 0
  initialDrtViolationCount: 4014
final_layout:
  areaGrowthSynthToFinish_pct: 12.4
  layout-drive-gt1-share_pct: 7.38
  layout_top_cell: "nand2_1"
  final_cell_mix: "nand2_1, ha_1, o21ai_0, a21oi_1, inv_1"
  fin_cells: 7091
global_route:
  grt_pass1_wl_mm: 269
  grt_max_degree: 94
  grtUsageTotal_pct: 26.8
  grt_pass1_vias: 39400
  overflow: 0
  antenna_found_initial: 13
hold_path:
  hp-start: "in_cycle_cnt_r[6]"
  hold_depth: 1
  min_to: "in_cycle_cnt_r[6]"
  hp-class: "reg -> reg"
power_and_ir_drop:
  ir_drop_uv: 34.8
  leakage_uw: 0.0209
  p_total_uw: 3890
  p_per_area_nw_per_um2: 85.1
job:
  warning_count: 156
  cap_violations: 0
kinds of logic (layout without fill, tap and decap cells):
group / count (synthesis) / count (layout) / share of synthesized area, %
AND-OR/OR-AND: 1749 / 1749 / 26.9
AND/OR/NAND/NOR: 1617 / 1617 / 18.3
buffers and inverters: 761 / 750 / 7.14
adder cells (fa/ha/maj): 518 / 518 / 16.0
flip-flops: 396 / 396 / 24.4
multiplexers: 175 / 175 / 4.76
XOR/XNOR: 115 / 115 / 2.48
other: 2 / 3 / 0.0185
report_power, final:
group          leakage [µW]  total, µW  switching [µW]  internal, µW
logic                0.0157       2660            1630          1030
registers           0.00435        795             309           486
clock network      0.000899        429             172           257
total                0.0209       3890            2110          1770
worst max-delay path: cells and delay by family:
family | cells | cell delay [ps]
and+or+nand+nor | 4 | 1170
buffers and inverters | 4 | 2120
AOI/OAI and AO/OA | 3 | 640
state kept, by name, summed over array words and instances (netlist names):
register / flops
iot_out_data_x: 128
iot_out_data_y: 131
state: 1
peak_flag: 1
in_cycle_cnt_r: 7
iot_in_data: 128
synth_stat cells (8+ instances only):
cell type,number
a2111oi_0,8
a211o_1,8
a211oi_1,64
a21boi_0,13
a21o_1,51
a21oi_1,444
a221o_1,9
a221oi_1,39
a31oi_1,176
and2_1,29
and3_1,32
and4_1,11
buf_1,29
buf_2,25
clkbuf_1,303
dfrtp_1,396
ha_1,517
inv_1,401
mux2_2,145
mux2i_1,30
nand2_1,742
nand2b_1,25
nand3_1,91
nand3b_1,9
nand4_1,126
nor2_1,285
nor2b_1,43
nor3_1,58
nor4_1,118
o2111ai_1,20
o211ai_1,160
o21a_1,17
o21ai_0,451
o21bai_1,30
o221ai_1,53
o22ai_1,40
o31a_1,8
o31ai_1,92
or2_2,11
or3_1,13
xnor2_1,108
through the flow:
step           cell area [µm²]  utilization [%]  hold slack [ps]
6_report                 45700             34.1              498
4_1_cts                  45700             34.1              501
5_1_grt                  45700             34.1              523
3_5_place_dp             43900             32.7              487
3_3_place_gp             43900             32.7              482
2_1_floorplan            40600                -              451
worst max-delay path by stage:
stage | cells after the start | startpoint | to | slack, ps
final | 11 | fn_sel[0] | iot_out[84] | 24580
after global routing | 14 | fn_sel[2] | iot_out[127] | 24220
after CTS | 13 | fn_sel[1] | iot_out[127] | 24500
per-layer routing:
metal  share of wire [%]  vias up  track usage, %
met4                 4.0       14            8.69
li1                    -    19400               -
met5               0.050        -               0
met1                  42    20300            36.6
met2                  46     1698            42.8
met3                 7.3      346            5.26
cell type report:
class,count,area (µm²)
Fill cell,13900,88300
Multi-Input combinational cell,4176,27900
Sequential cell,396,9910
Timing Repair Buffer,256,2280
Tap cell,1768,2210
Inverter,401,1520
Clock buffer,70,1500
Clock inverter,23,308
Antenna cell,1,2.50
Power is estimated from default activity; no workload was simulated.
